==> design.v <==
`timescale 1ns / 1ps
module Data_Memory
(
	clk_i,
	addr_i,
	data_i,
	MemRead_i,
	MemWrite_i,
	data_o
);
input				clk_i;
input	[31:0]		addr_i;
input	[31:0]		data_i;
input				MemRead_i;
input				MemWrite_i;
output	[31:0] 		data_o;
reg		[31:0]		data_o;
reg		[7:0]		Mem 			[0:127];	 
integer				i;
wire	[31:0]		memory			[0:31];
assign  memory[0] = {Mem[3], Mem[2], Mem[1], Mem[0]};
assign  memory[1] = {Mem[7], Mem[6], Mem[5], Mem[4]};
assign  memory[2] = {Mem[11], Mem[10], Mem[9], Mem[8]};
assign  memory[3] = {Mem[15], Mem[14], Mem[13], Mem[12]};
assign  memory[4] = {Mem[19], Mem[18], Mem[17], Mem[16]};
assign  memory[5] = {Mem[23], Mem[22], Mem[21], Mem[20]};
assign  memory[6] = {Mem[27], Mem[26], Mem[25], Mem[24]};
assign  memory[7] = {Mem[31], Mem[30], Mem[29], Mem[28]};
assign  memory[8] = {Mem[35], Mem[34], Mem[33], Mem[32]};
assign  memory[9] = {Mem[39], Mem[38], Mem[37], Mem[36]};
assign  memory[10] = {Mem[43], Mem[42], Mem[41], Mem[40]};
assign  memory[11] = {Mem[47], Mem[46], Mem[45], Mem[44]};
assign  memory[12] = {Mem[51], Mem[50], Mem[49], Mem[48]};
assign  memory[13] = {Mem[55], Mem[54], Mem[53], Mem[52]};
assign  memory[14] = {Mem[59], Mem[58], Mem[57], Mem[56]};
assign  memory[15] = {Mem[63], Mem[62], Mem[61], Mem[60]};
assign  memory[16] = {Mem[67], Mem[66], Mem[65], Mem[64]};
assign  memory[17] = {Mem[71], Mem[70], Mem[69], Mem[68]};
assign  memory[18] = {Mem[75], Mem[74], Mem[73], Mem[72]};
assign  memory[19] = {Mem[79], Mem[78], Mem[77], Mem[76]};
assign  memory[20] = {Mem[83], Mem[82], Mem[81], Mem[80]};
assign  memory[21] = {Mem[87], Mem[86], Mem[85], Mem[84]};
assign  memory[22] = {Mem[91], Mem[90], Mem[89], Mem[88]};
assign  memory[23] = {Mem[95], Mem[94], Mem[93], Mem[92]};
assign  memory[24] = {Mem[99], Mem[98], Mem[97], Mem[96]};
assign  memory[25] = {Mem[103], Mem[102], Mem[101], Mem[100]};
assign  memory[26] = {Mem[107], Mem[106], Mem[105], Mem[104]};
assign  memory[27] = {Mem[111], Mem[110], Mem[109], Mem[108]};
assign  memory[28] = {Mem[115], Mem[114], Mem[113], Mem[112]};
assign  memory[29] = {Mem[119], Mem[118], Mem[117], Mem[116]};
assign  memory[30] = {Mem[123], Mem[122], Mem[121], Mem[120]};
assign  memory[31] = {Mem[127], Mem[126], Mem[125], Mem[124]};
initial begin
	for(i=0; i<128; i=i+1)
		Mem[i] = 8'b0;
	Mem[0] = 8'b0100;
	Mem[4] = 8'b0101;
	Mem[8] = 8'b0110;
	Mem[12] = 8'b0111;
	Mem[16] = 8'b1000;
	Mem[20] = 8'b1001;
	Mem[24] = 8'b1010;
	Mem[28] = 8'b0010;
	Mem[32] = 8'b0001;
	Mem[36] = 8'b0011;
end 
always@(posedge clk_i) begin
    if(MemWrite_i) begin
		Mem[addr_i+3] <= data_i[31:24];
		Mem[addr_i+2] <= data_i[23:16];
		Mem[addr_i+1] <= data_i[15:8];
		Mem[addr_i]   <= data_i[7:0];
	end
end
always@(addr_i or MemRead_i) begin
	if(MemRead_i)
		data_o = {Mem[addr_i+3], Mem[addr_i+2], Mem[addr_i+1], Mem[addr_i]};
end
endmodule
==> run.sh <==
#!/bin/bash
# OpenROAD 26Q1-2900-gdf79404cd8, Yosys 0.63+post, stock flow scripts
make -C /OpenROAD-flow-scripts/flow DESIGN_CONFIG=/design/flow/config.mk WORK_HOME=/design/flow/orfs finish
==> config.mk <==
export PLATFORM = sky130hd
export DESIGN_NAME = Data_Memory
export DESIGN_NICKNAME = Data_Memory
export VERILOG_FILES = /design/flow/design.v
export SDC_FILE = /design/flow/constraint.sdc
export NUM_CORES = 4
export LEC_CHECK = 1
export CORE_UTILIZATION = 30
==> constraint.sdc <==
current_design Data_Memory

set clk_period 17.3
set clk_io_pct 0.2

create_clock -name clk0 -period $clk_period [get_ports {clk_i}]

set non_clock_inputs [all_inputs -no_clocks]
set_input_delay [expr $clk_period * $clk_io_pct] -clock clk0 $non_clock_inputs
set_output_delay [expr $clk_period * $clk_io_pct] -clock clk0 [all_outputs]
==> impl_metrics.xml <==
<?xml version="1.0" encoding="UTF-8"?>
<metrics>
  <group name="global_route">
    <metric name="grt.met2_usage" unit="%">46.4</metric>
    <metric name="first_global_vias" unit="">89700</metric>
    <metric name="gr-usage-met1" unit="%">36.9</metric>
    <metric name="grt_start_max_net_pins" unit="">128</metric>
    <metric name="globalRouteMet3Util" unit="%">28.7</metric>
    <metric name="grt_remaining_overflow" unit="">0</metric>
    <metric name="wire_length_of_the_first_global_routing_pass" unit="um">780000</metric>
    <metric name="grt_antenna_before_repair" unit="">81</metric>
    <metric name="globalRoute.busiestLayer" unit="">met2</metric>
    <metric name="grt_util_all_layers" unit="%">35.2</metric>
  </group>
  <group name="clock_tree">
    <metric name="htreeDepth" unit="">4</metric>
    <metric name="cts_made_buffers" unit="">138</metric>
    <metric name="clock-root-buffer" unit="">sky130_fd_sc_hd__clkbuf_16</metric>
    <metric name="cts_resized" unit="">0</metric>
    <metric name="clock_tree_from_tritoncts" unit="">done</metric>
    <metric name="holdBufCountCts" unit="">0</metric>
    <metric name="cts.path.max_buffers" unit="">3</metric>
    <metric name="cts_post_setup_buffers_inserted" unit="">0</metric>
    <metric name="clk_pin_slew_worst_paths" unit="ns">0.07</metric>
  </group>
  <group name="floorplanning">
    <metric name="die_area" unit="um^2">341000</metric>
    <metric name="placementRows" unit="">213</metric>
    <metric name="vertical_die_dimension" unit="um">584</metric>
    <metric name="die_w" unit="um">584</metric>
    <metric name="number_of_top_level_design_ports" unit="">99</metric>
    <metric name="fp_util" unit="%">30.2</metric>
    <metric name="core_region_area" unit="um^2">337000</metric>
  </group>
  <group name="cells_and_area">
    <metric name="synthToLayoutAreaGrowth" unit="%">9.90</metric>
    <metric name="layout.cells.most_common_list" unit="">sky130_fd_sc_hd__mux2i_1 (1233), sky130_fd_sc_hd__mux4_2 (1031), sky130_fd_sc_hd__edfxtp_1 (1024)</metric>
    <metric name="layout.core_utilization" unit="%">33.2</metric>
    <metric name="final_layout_top_logic_cell" unit="">sky130_fd_sc_hd__mux2i_1</metric>
    <metric name="final_layout_size_suffix_gt1_share" unit="%">27.2</metric>
  </group>
  <group name="yosys">
    <metric name="muxShareOfSynthArea" unit="%">40.7</metric>
    <metric name="yosys_most_used_dff" unit="">sky130_fd_sc_hd__edfxtp_1</metric>
    <metric name="edf_count" unit="">1024</metric>
    <metric name="ys_sh_aoi" unit="%">15.0</metric>
    <metric name="synthesis.area_per_instance" unit="um^2">10.8</metric>
    <metric name="ys_chip_area" unit="um^2">102000</metric>
    <metric name="ys_ff" unit="">1056</metric>
    <metric name="netlist_instances" unit="">9411</metric>
    <metric name="yosysWarningCount" unit="">1</metric>
    <metric name="synth_adder_area_share" unit="%">0.0861</metric>
    <metric name="synth.area.top_cells" unit="">sky130_fd_sc_hd__edfxtp_1 (30%), sky130_fd_sc_hd__mux4_2 (23%), sky130_fd_sc_hd__mux2i_1 (12%)</metric>
    <metric name="synth.cell_area" unit="um^2">102000</metric>
    <metric name="post_synth_xor_area_fraction" unit="%">0.159</metric>
    <metric name="top_logic_cell_family_in_the_synthesized_netlist" unit="">multiplexers</metric>
    <metric name="synth.lib_cells_used.distinct" unit="">81</metric>
    <metric name="synth_top_cell_by_area" unit="">sky130_fd_sc_hd__edfxtp_1</metric>
    <metric name="ys_async_sr_fraction" unit="%">0</metric>
    <metric name="synth-cells-yosys" unit="">9411</metric>
    <metric name="synth-simple-area-share" unit="%">8.53</metric>
    <metric name="top_area_share" unit="%">30.2</metric>
  </group>
  <group name="setup_path">
    <metric name="path_class" unit="">primary input to flop</metric>
    <metric name="worstPathArrival" unit="ns">9.87</metric>
    <metric name="worst_path_max_fanout" unit="">46</metric>
    <metric name="crit_path_start_kind" unit="">primary input</metric>
    <metric name="worst-endpoint-required" unit="ns">17.79</metric>
    <metric name="worst_setup_path_end_kind" unit="">flop</metric>
  </group>
  <group name="detailed_routing">
    <metric name="route.detailed.wl_per_inst" unit="um">43.1</metric>
    <metric name="detail_route.drc_violations" unit="">0</metric>
    <metric name="detail_route.iter0.violations" unit="">12200</metric>
    <metric name="drt_first_pass_iters" unit="">7</metric>
    <metric name="detail_route.wirelength" unit="um">587000</metric>
    <metric name="postRouteAntennaNets" unit="">0</metric>
    <metric name="vias_per_cell" unit="">6.98</metric>
    <metric name="vias" unit="">95100</metric>
  </group>
  <group name="timing">
    <metric name="timing_hold_violations_final" unit="">0</metric>
    <metric name="setup_repair_after_global_routing_missed_its_margin" unit="">no</metric>
    <metric name="fmaxAchievable" unit="MHz">107</metric>
    <metric name="setup-violations-final" unit="">0</metric>
    <metric name="worst-slew-pin-transition" unit="ns">1.53</metric>
    <metric name="totalNegativeSetupSlack" unit="ns">0</metric>
    <metric name="final_period_minus_worst_setup_slack" unit="ns">9.37</metric>
    <metric name="worst_slew_margin_rel" unit="%">-2.08</metric>
    <metric name="untimed_endpoints" unit="">64</metric>
    <metric name="unclocked_regs" unit="">32</metric>
    <metric name="finalMaxSlewViolations" unit="">1</metric>
    <metric name="layout_worst_path_cycle_share" unit="%">54.2</metric>
  </group>
  <group name="worst_hold_path">
    <metric name="classification_of_the_worst_slack_hold_path" unit="">primary input to flop</metric>
  </group>
  <group name="flow_run">
    <metric name="warnings" unit="">65</metric>
    <metric name="drv.max_cap_violation_count" unit="">0</metric>
  </group>
  <group name="placement">
    <metric name="dp_hpwl" unit="um">391000</metric>
    <metric name="routabilityCongestion" unit="">1.12</metric>
    <metric name="port-buffer-count" unit="">73</metric>
  </group>
  <group name="status">
    <metric name="failed_checks" unit="">slew limit</metric>
    <metric name="status" unit="">complete, but fails checks</metric>
  </group>
  <group name="power_and_ir_drop">
    <metric name="vdd.ir_drop.worst" unit="V">0.0000970</metric>
    <metric name="leakage_power_of_the_design" unit="nW">38.8</metric>
    <metric name="power_per_cell_area" unit="nW/um^2">72.8</metric>
    <metric name="fin_total_pwr" unit="mW">8.14</metric>
  </group>
</metrics>
## layer usage
layer,up-vias,wire [um]
met5,-,2600
met1,46500,180000
met4,114,53500
met2,9538,235000
li1,36600,-
met3,2332,116000
## registers in the layout (all words and copies together) (netlist names)
name    flops
Mem      1024
data_o     32
## through the flow
| stage | area, um^2 | instances | setup WS [ns] | hold WS, ns |
|---|---|---|---|---|
| after floorplan | 102000 | 9411 | 9.70 | 3.95 |
| after global placement | 107000 | 13300 | 7.69 | 3.96 |
| after detailed placement | 107000 | 13300 | 7.64 | 3.96 |
| after CTS | 112000 | 13500 | 8.47 | 3.08 |
| after global routing | 112000 | 13600 | 8.19 | 3.12 |
| final | 112000 | 13600 | 7.93 | 3.13 |
## path summary, 6_finish.rpt
path                           endpoint  cells after the start  slack (ns)  startpoint
setup / recovery   Mem[59][2]$_DFFE_PP_                     11        7.93   addr_i[0]
hold / removal    Mem[107][5]$_DFFE_PP_                      3        3.13   data_i[5]
## area by class of cell
| cell class | count | area, um^2 |
|---|---|---|
| diodes | 83 | 208 |
| clock buffers | 162 | 3590 |
| clock inverters | 75 | 757 |
| fillers | 32700 | 225000 |
| inverters | 6 | 32.5 |
| multi-input cells | 7196 | 66000 |
| flip-flops and latches | 1056 | 31200 |
| well taps | 4515 | 5650 |
| repair buffers | 527 | 4290 |
## power by group
part           switching, mW  internal [mW]  total (mW)
Combinational           1.59          0.751        2.34
Sequential            0.0685           2.81        2.87
Clock                   1.25           1.67        2.92
## worst max-delay path, stage by stage
cell	delay (ns)
sky130_fd_sc_hd__buf_8	0.40
sky130_fd_sc_hd__inv_2	0.47
sky130_fd_sc_hd__ha_2	0.89
sky130_fd_sc_hd__buf_4	0.62
sky130_fd_sc_hd__nor2b_4	0.69
sky130_fd_sc_hd__buf_4	0.72
sky130_fd_sc_hd__nand2_1	0.21
sky130_fd_sc_hd__nor2_2	0.93
sky130_fd_sc_hd__buf_4	0.39
sky130_fd_sc_hd__nand2_1	0.40
sky130_fd_sc_hd__nand3_1	0.54
## Yosys cell counts, types with 7 or more instances
library cell,number
sky130_fd_sc_hd__nand2_2,11
sky130_fd_sc_hd__dlxtp_1,32
sky130_fd_sc_hd__mux4_2,1031
sky130_fd_sc_hd__nor3_1,38
sky130_fd_sc_hd__nor2_2,71
sky130_fd_sc_hd__mux2_2,522
sky130_fd_sc_hd__o221ai_1,15
sky130_fd_sc_hd__ha_1,7
sky130_fd_sc_hd__o22a_1,11
sky130_fd_sc_hd__clkbuf_1,751
sky130_fd_sc_hd__nor4_1,28
sky130_fd_sc_hd__a32oi_1,33
sky130_fd_sc_hd__mux2i_1,1233
sky130_fd_sc_hd__a31oi_1,17
sky130_fd_sc_hd__a21o_1,512
sky130_fd_sc_hd__o21ai_0,543
sky130_fd_sc_hd__nand2b_1,7
sky130_fd_sc_hd__o2111ai_1,10
sky130_fd_sc_hd__buf_2,288
sky130_fd_sc_hd__nand3_1,159
sky130_fd_sc_hd__nor2b_1,15
sky130_fd_sc_hd__nor2_4,29
sky130_fd_sc_hd__and3_1,15
sky130_fd_sc_hd__o211ai_1,27
sky130_fd_sc_hd__nand4_1,39
sky130_fd_sc_hd__or4_1,82
sky130_fd_sc_hd__nor3_4,11
sky130_fd_sc_hd__nand2_1,991
sky130_fd_sc_hd__a2111oi_0,10
sky130_fd_sc_hd__and2_1,17
sky130_fd_sc_hd__edfxtp_1,1024
sky130_fd_sc_hd__a211oi_1,18
sky130_fd_sc_hd__buf_1,72
sky130_fd_sc_hd__nor2_1,338
sky130_fd_sc_hd__nor3_2,14
sky130_fd_sc_hd__o22ai_1,613
sky130_fd_sc_hd__a21oi_1,572
sky130_fd_sc_hd__a22oi_1,24
sky130_fd_sc_hd__buf_4,37
sky130_fd_sc_hd__o21ai_1,52
## cells by family (layout without fill, tap and decap cells)
group	count (synthesis)	in the layout
xor gates and xnor gates	15	15
buffers and inverters	1159	770
adders and majority gates	7	7
muxes	2786	2786
DFF	1024	1024
other	0	83
AOI/OAI and AO/OA	2502	2502
and+or+nand+nor	1886	1886
latches	32	32
Power is estimated from default activity; no workload was simulated.
